==> /design/flow/constraint.sdc <==
current_design PresentEnc

set clk_period 16.1
set clk_io_pct 0.2

create_clock -name clk0 -period $clk_period [get_ports {inClk}]

set non_clock_inputs [all_inputs -no_clocks]
set_input_delay [expr $clk_period * $clk_io_pct] -clock clk0 $non_clock_inputs
set_output_delay [expr $clk_period * $clk_io_pct] -clock clk0 [all_outputs]
==> /design/flow/config.mk <==
export PLATFORM = sky130hd
export DESIGN_NAME = PresentEnc
export DESIGN_NICKNAME = PresentEnc
export VERILOG_FILES = /design/flow/design.v
export SDC_FILE = /design/flow/constraint.sdc
export NUM_CORES = 4
export LEC_CHECK = 1
export CORE_UTILIZATION = 40
==> /design/flow/run.sh <==
#!/bin/bash
# OpenROAD 26Q1-2900-gdf79404cd8, Yosys 0.63+post, stock flow scripts
make -C /OpenROAD-flow-scripts/flow DESIGN_CONFIG=/design/flow/config.mk WORK_HOME=/design/flow/orfs finish
==> /design/flow/design.v <==
module PresentControl(
	input wire			inClk,
	input wire 			inKeyExtWr,
	input wire			inExtDataWr,
	output wire			outStateExtWr,
	output wire			outStateIntWr,
	output wire			outKeyExtWr,
	output wire			outKeyIntWr,
	output wire			outDataIntWr,
	output wire	[4:0]	outRoundCounter,
	output wire			outBusy
);
reg [5:0] regCounter = 5'd0;
always @(posedge(inClk))
begin
	if ((inExtDataWr == 1'b1) || (regCounter != 6'b0)) begin
		if ( regCounter != 6'd32 ) begin
			regCounter <= regCounter + 6'd1;
		end else begin
			regCounter <= 6'd0;
		end
	end
end
assign outStateExtWr = (regCounter == 6'd0) && (inExtDataWr == 1'b1) ? 1'b1 : 1'b0;
assign outStateIntWr = (regCounter != 6'd0) && (regCounter != 6'd32) ? 1'b1 : 1'b0;
assign outKeyExtWr = (regCounter == 6'd0) && (inKeyExtWr == 1'b1) ? 1'b1 : 1'b0;
assign outKeyIntWr = (regCounter != 6'd0) ? 1'b1 : 1'b0;
assign outDataIntWr = (regCounter == 6'd32) ? 1'b1 : 1'b0;
assign outRoundCounter = regCounter[4:0];
assign outBusy = (regCounter != 32'd0) ? 1'b1 : 1'b0;
endmodule 
module PresentDataOutReg(
	input wire 			inClk,
	input wire 			inDataWr,
	input wire [63:0] inData,
	input wire [63:0] inKey,
	output wire [63:0] outData	
);
reg [63:0] regOut = 63'b0;
always @(posedge(inClk))
begin
	if (inDataWr == 1'b1) begin
		regOut <= inData ^ inKey;
	end
end
assign outData = regOut;
endmodule 
module PresentEnc(
	input wire 				inClk,
	input wire				inKeyWr,
	input wire 	[79:0] 	inKeyData,
	input wire				inDataWr,
	input wire 	[63:0] 	inData,
	output wire [63:0]	outData,
	output wire 			outBusy
);
wire outControlStateExtWr;
wire outControlStateIntWr;
wire outControlKeyExtWr;
wire outControlKeyIntWr;
wire outControlOutDataWr;
wire [4:0] outControlRoundCounter;
PresentControl PresentControl(
	.inClk(inClk),
	.inKeyExtWr(inKeyWr),
	.inExtDataWr(inDataWr),
	.outStateExtWr(outControlStateExtWr),
	.outStateIntWr(outControlStateIntWr),
	.outKeyExtWr(outControlKeyExtWr),
	.outKeyIntWr(outControlKeyIntWr),
	.outDataIntWr(outControlOutDataWr),
	.outRoundCounter(outControlRoundCounter),
	.outBusy(outBusy)
);
wire [63:0] inStateRegIntData;
wire [63:0] outStateRegData;
wire [63:0] outStateRegExt;
PresentStateReg PresentStateReg(
	.inClk(inClk),
	.inExtWr(outControlStateExtWr),
	.inExtData(inData),
	.inIntWr(outControlStateIntWr),
	.inIntData(inStateRegIntData),
	.outDataInt(outStateRegData),
	.outDataExt(outStateRegExt)
);
wire [63:0] inNextStateFunKey;
PresentNextStateFun PresentNextStateFun(
	.inData(outStateRegData),
	.inKey(inNextStateFunKey),
	.outDataInt(inStateRegIntData)
);
wire [79:0] inKeyRegIntData;
wire [79:0] outKeyRegIntData;
wire [63:0] outKeyRegLastKey;
PresentKeyReg PresentKeyReg(
	.inClk(inClk),
	.inKeyExtWr(outControlKeyExtWr),
	.inKeyExtData(inKeyData),
	.inKeyIntWr(outControlKeyIntWr),
	.inKeyIntData(inKeyRegIntData),
	.outData(outKeyRegIntData),
	.outRoundKey(inNextStateFunKey),
	.outLastKey(outKeyRegLastKey)
);
PresentKeyFun PresentKeyFun(
	.inData(outKeyRegIntData),
	.inRoundCounter(outControlRoundCounter),
	.outData(inKeyRegIntData)
);
PresentDataOutReg PresentDataOutReg(
	.inClk(inClk),
	.inDataWr(outControlOutDataWr),
	.inData(outStateRegExt),
	.inKey(outKeyRegLastKey),
	.outData(outData)
);
endmodule 
module PresentKeyFun(
	input wire [79:0] inData,
	input wire [4:0]  inRoundCounter,
	output wire [79:0] outData
);
wire [79:0] outRotr64Wire;
wire [3:0] outSBoxWire;
wire [4:0] addCounterOutWire;
PresentRotr61Fun PresentRotr61FunInst(
	.inData(inData),
	.outData(outRotr64Wire)
);
PresentSBoxFun PresentSBoxFunInst(
	.inData(outRotr64Wire[79:76]),
	.outData(outSBoxWire)
);
assign addCounterOutWire = outRotr64Wire[19:15] ^ inRoundCounter;
assign outData = {outSBoxWire, outRotr64Wire[75:20], addCounterOutWire, outRotr64Wire[14:0]};
endmodule 
module PresentKeyReg(
	input wire 			inClk,
	input wire			inKeyExtWr,
	input wire [79:0] inKeyExtData,
	input wire			inKeyIntWr,
	input wire [79:0] inKeyIntData,
	output wire [79:0] outData,
	output wire [63:0] outRoundKey,
	output wire [63:0] outLastKey
);
reg [79:0] regKey = 80'b0;
always @(posedge(inClk))
begin
	if (inKeyExtWr == 1'b1) begin
		regKey <= inKeyExtData;
	end
	if (inKeyIntWr == 1'b1) begin
		regKey <= inKeyIntData;
	end
end
assign outData = regKey;
assign outRoundKey = regKey[79:16];
assign outLastKey = regKey[79:16];
endmodule 
module PresentNextStateFun(
	input wire [63:0] inData,
	input wire [63:0] inKey,
	output wire [63:0] outDataInt
);
wire [63:0] outAddKey;
wire [63:0] outSBoxLayer;
wire [63:0] outpLayer;
assign outAddKey = inData ^ inKey;
PresentSBoxLayer PresentSBoxLayerInst(
	.inData(outAddKey),
	.outData(outSBoxLayer)
);
PresentpLayer PresentpLayerInst(
	.inData(outSBoxLayer),
	.outData(outpLayer)
);
assign outDataInt = outpLayer;
endmodule 
module PresentRotr61Fun(
	input wire [79:0] inData,
	output wire [79:0] outData
);
assign outData = {inData[18:0], inData[79:19]};
endmodule 
module PresentSBoxFun (
	input wire [3:0] inData,
	output wire [3:0] outData
);
assign outData = (inData == 4'd0) ? 4'hc:
						(inData == 4'd1) ? 4'h5:
						(inData == 4'd2) ? 4'h6:
						(inData == 4'd3) ? 4'hb:
						(inData == 4'd4) ? 4'h9:
						(inData == 4'd5) ? 4'h0:
						(inData == 4'd6) ? 4'ha:
						(inData == 4'd7) ? 4'hd:
						(inData == 4'd8) ? 4'h3:
						(inData == 4'd9) ? 4'he:
						(inData == 4'd10) ? 4'hf:
						(inData == 4'd11) ? 4'h8:
						(inData == 4'd12) ? 4'h4:
						(inData == 4'd13) ? 4'h7:
						(inData == 4'd14) ? 4'h1: 4'h2;
endmodule 
module PresentSBoxLayer (
	input wire [63:0] inData,
	output wire [63:0] outData
);
wire [3:0] outPresentSBoxFun1;
wire [3:0] outPresentSBoxFun2;
wire [3:0] outPresentSBoxFun3;
wire [3:0] outPresentSBoxFun4;
wire [3:0] outPresentSBoxFun5;
wire [3:0] outPresentSBoxFun6;
wire [3:0] outPresentSBoxFun7;
wire [3:0] outPresentSBoxFun8;
wire [3:0] outPresentSBoxFun9;
wire [3:0] outPresentSBoxFun10;
wire [3:0] outPresentSBoxFun11;
wire [3:0] outPresentSBoxFun12;
wire [3:0] outPresentSBoxFun13;
wire [3:0] outPresentSBoxFun14;
wire [3:0] outPresentSBoxFun15;
wire [3:0] outPresentSBoxFun16;
PresentSBoxFun InstPresentSBoxFun1(
	.inData(inData[63:60]),
	.outData(outPresentSBoxFun1)
);
PresentSBoxFun InstPresentSBoxFun2(
	.inData(inData[59: 56]),
	.outData(outPresentSBoxFun2)
);
PresentSBoxFun InstPresentSBoxFun3(
	.inData(inData[55:52]),
	.outData(outPresentSBoxFun3)
);
PresentSBoxFun InstPresentSBoxFun4(
	.inData(inData[51:48]),
	.outData(outPresentSBoxFun4)
);
PresentSBoxFun InstPresentSBoxFun5(
	.inData(inData[47:44]),
	.outData(outPresentSBoxFun5)
);
PresentSBoxFun InstPresentSBoxFun6(
	.inData(inData[43:40]),
	.outData(outPresentSBoxFun6)
);
PresentSBoxFun InstPresentSBoxFun7(
	.inData(inData[39:36]),
	.outData(outPresentSBoxFun7)
);
PresentSBoxFun InstPresentSBoxFun8(
	.inData(inData[35:32]),
	.outData(outPresentSBoxFun8)
);
PresentSBoxFun InstPresentSBoxFun9(
	.inData(inData[31:28]),
	.outData(outPresentSBoxFun9)
);
PresentSBoxFun InstPresentSBoxFun10(
	.inData(inData[27:24]),
	.outData(outPresentSBoxFun10)
);
PresentSBoxFun InstPresentSBoxFun11(
	.inData(inData[23:20]),
	.outData(outPresentSBoxFun11)
);
PresentSBoxFun InstPresentSBoxFun12(
	.inData(inData[19:16]),
	.outData(outPresentSBoxFun12)
);
PresentSBoxFun InstPresentSBoxFun13(
	.inData(inData[15:12]),
	.outData(outPresentSBoxFun13)
);
PresentSBoxFun InstPresentSBoxFun14(
	.inData(inData[11:8]),
	.outData(outPresentSBoxFun14)
);
PresentSBoxFun InstPresentSBoxFun15(
	.inData(inData[7:4]),
	.outData(outPresentSBoxFun15)
);
PresentSBoxFun InstPresentSBoxFun16(
	.inData(inData[3:0]),
	.outData(outPresentSBoxFun16)
);
assign outData = {outPresentSBoxFun1, outPresentSBoxFun2, outPresentSBoxFun3, outPresentSBoxFun4, outPresentSBoxFun5, outPresentSBoxFun6, outPresentSBoxFun7, outPresentSBoxFun8, outPresentSBoxFun9, outPresentSBoxFun10, outPresentSBoxFun11, outPresentSBoxFun12, outPresentSBoxFun13, outPresentSBoxFun14, outPresentSBoxFun15, outPresentSBoxFun16};
endmodule
module PresentStateReg(
	input wire 			inClk,
	input wire 			inExtWr,
	input wire [63:0] inExtData,
	input wire			inIntWr,
	input wire [63:0] inIntData,
	output wire [63:0] outDataInt,
	output wire [63:0] outDataExt
);
reg [63:0] regData = 63'b0;
always @(posedge(inClk))
begin
	if (inExtWr == 1'b1) begin
		regData <= inExtData;
	end
	if (inIntWr == 1'b1) begin
		regData <= inIntData;
	end	
end
assign outDataInt = regData;
assign outDataExt = regData;
endmodule 
module PresentpLayer(
	input wire [63:0] inData,
	output wire [63:0] outData
);
assign outData[0] = inData[0];
assign outData[16] = inData[1];
assign outData[32] = inData[2];
assign outData[48] = inData[3];
assign outData[1] = inData[4];
assign outData[17] = inData[5];
assign outData[33] = inData[6];
assign outData[49] = inData[7];
assign outData[2] = inData[8];
assign outData[18] = inData[9];
assign outData[34] = inData[10];
assign outData[50] = inData[11];
assign outData[3] = inData[12];
assign outData[19] = inData[13];
assign outData[35] = inData[14];
assign outData[51] = inData[15];
assign outData[4] = inData[16];
assign outData[20] = inData[17];
assign outData[36] = inData[18];
assign outData[52] = inData[19];
assign outData[5] = inData[20];
assign outData[21] = inData[21];
assign outData[37] = inData[22];
assign outData[53] = inData[23];
assign outData[6] = inData[24];
assign outData[22] = inData[25];
assign outData[38] = inData[26];
assign outData[54] = inData[27];
assign outData[7] = inData[28];
assign outData[23] = inData[29];
assign outData[39] = inData[30];
assign outData[55] = inData[31];
assign outData[8] = inData[32];
assign outData[24] = inData[33];
assign outData[40] = inData[34];
assign outData[56] = inData[35];
assign outData[9] = inData[36];
assign outData[25] = inData[37];
assign outData[41] = inData[38];
assign outData[57] = inData[39];
assign outData[10] = inData[40];
assign outData[26] = inData[41];
assign outData[42] = inData[42];
assign outData[58] = inData[43];
assign outData[11] = inData[44];
assign outData[27] = inData[45];
assign outData[43] = inData[46];
assign outData[59] = inData[47];
assign outData[12] = inData[48];
assign outData[28] = inData[49];
assign outData[44] = inData[50];
assign outData[60] = inData[51];
assign outData[13] = inData[52];
assign outData[29] = inData[53];
assign outData[45] = inData[54];
assign outData[61] = inData[55];
assign outData[14] = inData[56];
assign outData[30] = inData[57];
assign outData[46] = inData[58];
assign outData[62] = inData[59];
assign outData[15] = inData[60];
assign outData[31] = inData[61];
assign outData[47] = inData[62];
assign outData[63] = inData[63];
endmodule 
==> impl_metrics.tcl <==
# collected from the flow reports
set metrics [dict create \
    synthMuxAreaShare 0.0700 \
    finalMaxSlewViolations 0 \
    cts_resized 0 \
    irDropWorstVdd_uv 97.6 \
    cts_root_buffer "clkbuf_16" \
    critPathRequiredTime_ns 12.88 \
    grt_pass1_wl_um 41500 \
    leakagePower_nw 4.88 \
    numPortBuffers 211 \
    rows 59 \
    initial_core_util 0.407 \
    synth-main-ff-cell "edfxtp_1" \
    period_used_share 0.408 \
    cts_setup_buffers 0 \
    warnings 26 \
    syn_area_per_cell_um2 12.1 \
    finalHoldViolCount 0 \
    cts_buffers 24 \
    worst_pin_slew_ns 0.833 \
    worstPathArrival_ns 3.35 \
    power.total_mw 3.51 \
    numClockSinks 214 \
    simple_gate_area_frac 0.103 \
    slowest_stage "or4b_2" \
    grt_max_degree 61 \
    maxCapViolCount 0 \
    gp_congestion 0.880 \
    clkLatencyLatePin_ns 0.52 \
    grt_setup_unrepaired "false" \
    drt_pre_antenna_iters 5 \
    tns_ns 0 \
    skew_ns 0.00824 \
    syn_inst 875 \
    dr_total_vias 7471 \
    logic_family "simple AND/OR/NAND/NOR gates" \
    reg2regPathDepth 6 \
    max_slew_margin 0.443 \
    ys_warn_count 4 \
    wl_per_cell_um 19.6 \
    cp_max_fo 45 \
    die_w_um 165 \
    instances_no_fill 1442 \
    die_height_um 165 \
    vias_per_cell 5.18 \
    cts_max_level 1 \
    grt_pass1_vias 7068 \
    path_cells "inv_1 -> ha_1 -> or4b_2 -> nor2_8 -> inv_2 -> clkdlybuf4s50_1" \
    synth-seq-cells 214 \
    outcome "finished clean" \
    synthArstFlopShare 0 \
    ys_area_um2 10600 \
    path_class "flip-flop to output port" \
    min_path_type "flip-flop to flip-flop" \
    edf_count 214 \
    synth_area_um2 10600 \
    grt_antenna_before_repair 0 \
    syn_to_final_growth_pct 30.4 \
    whs_path_depth 2 \
    ctsHoldBuffers 0 \
    cts_buffer_depth 3 \
    dieArea_um2 27200 \
    ant_nets 0 \
    end_kind "output port" \
    cts_tree "yes" \
    period_minus_slack_ns 6.57 \
    finalSetupViolCount 0 \
    dp_hpwl_um 20600 \
    ys_cells 875 \
    coreArea_um2 26100 \
    start_kind "flip-flop" \
    synthDistinctLibCells 49 \
    synthAoiAreaFrac 0.0963 \
    yosysSeqAreaShare 0.606 \
    dp.cells 1401 \
    grt_overflow_total 0 \
    num_antenna_cells 0 \
    drtIter0Drc 482 \
    ys_sh_adder 0.00236 \
    power_density_nw_per_um2 254 \
    path_clk_slew_ns 0.06 \
    place_ws_ns 10.04 \
    post-route-util 0.531 \
    critPathMaxStageDelay_ns 0.68 \
    grt_usage 0.227 \
    drive_gt1_frac 0.102 \
    drt-total-wl_um 28300 \
    drc_errors 0 \
    fmax_mhz 152 \
    ys_sh_xor 0.0875 \
    io_pins 212 \
    setup_ws_ns 9.53 \
]
==> report_power, final <==
| part | switching, mW | total (mW) | internal (mW) |
|---|---|---|---|
| Sequential | 0.166 | 1.22 | 1.05 |
| Combinational | 1.03 | 1.75 | 0.721 |
| Clock | 0.216 | 0.544 | 0.328 |
==> sequential cells by signal, indices dropped and copies added (netlist names) <==
register / flops
PresentKeyReg.regKey: 80
PresentDataOutReg.regOut: 64
PresentStateReg.regData: 64
PresentControl.regCounter: 6
==> placed cells by master (no fill, tap or decap), types with 5 or more instances in the layout <==
cell type and instances:
nand3_1 40, mux2_2 65, inv_1 50, clkbuf_16 25, nor2_1 38, a211oi_1 5, o221ai_1 9, o211ai_1 19
buf_4 8, xor2_1 15, clkdlybuf4s50_1 211, o21ai_0 47, clkinv_1 10, edfxtp_1 214, a31oi_1 9, nor3_1 13
nand4_1 8, xnor2_1 91, o31ai_1 10, a21oi_1 26, o2111ai_1 5, nand2_1 130
==> cell type report <==
cell class	instances	area, um2
clock buffer	29	641
sequential	214	6430
inverter	56	210
multi-input combinational	577	3830
timing repair buffer	219	2170
clock inverter	12	129
fill	2183	12200
tap	335	419
==> per-stage QoR <==
step | area, um2 | hold WS, ns
finish | 13800 | 0.519
global route | 13800 | 0.549
CTS | 13800 | 0.523
detailed placement | 13100 | 0.509
global placement | 13100 | 0.502
floorplan | 10600 | 0.490
==> worst max-delay path, delay by kind of cell, from the launching register on <==
family / cells / cell delay, ns
adders and majority gates: 1 / 0.15
and+or+nand+nor: 2 / 1.25
DFF: 1 / 0.46
buffers and inverters: 3 / 0.95
==> worst paths after layout <==
check / from / slack (ns) / to
setup / recovery: PresentControl.regCounter[0] / 9.53 / outBusy
setup reg to reg: PresentControl.regCounter[0] / 12.88 / PresentKeyReg.regKey[44]
hold reg to reg: PresentKeyReg.regKey[13] / 0.52 / PresentKeyReg.regKey[74]
hold / removal: PresentKeyReg.regKey[13] / 0.52 / PresentKeyReg.regKey[74]
==> cell usage after synthesis, types with 3 or more instances <==
| cell | n | area [um2] |
|---|---|---|
| edfxtp_1 | 214 | 6430 |
| nand2_1 | 130 | 488 |
| xnor2_1 | 91 | 797 |
| mux2_2 | 65 | 732 |
| inv_1 | 50 | 188 |
| o21ai_0 | 48 | 240 |
| nand3_1 | 40 | 200 |
| nor2_1 | 38 | 143 |
| a21oi_1 | 26 | 130 |
| o211ai_1 | 19 | 143 |
| xor2_1 | 15 | 131 |
| nor3_1 | 13 | 65.1 |
| o31ai_1 | 10 | 75.1 |
| a31oi_1 | 9 | 56.3 |
| buf_2 | 9 | 45.0 |
| o221ai_1 | 9 | 78.8 |
| buf_4 | 8 | 60.1 |
| nand4_1 | 8 | 50.1 |
| clkbuf_1 | 7 | 26.3 |
| a211oi_1 | 5 | 37.5 |
| clkinv_1 | 5 | 18.8 |
| o2111ai_1 | 5 | 43.8 |
| o2111a_1 | 4 | 45.0 |
| o22a_1 | 4 | 35.0 |
| o311ai_0 | 4 | 35.0 |
| and3_1 | 3 | 18.8 |
| nand2b_1 | 3 | 18.8 |
| nor2b_1 | 3 | 18.8 |
==> metal layers <==
metal | track usage | vias up | part of all wire
met5 | 0 | - | 0
met3 | 0.0953 | 36 | 0.12
li1 | - | 3650 | -
met2 | 0.339 | 317 | 0.46
met1 | 0.335 | 3468 | 0.41
met4 | 0.0384 | 0 | 0.020
==> cells by family (layout without fill, tap and decap cells) <==
group / Yosys count / in the layout
AND/OR/NAND/NOR: 248 / 248
XOR/XNOR: 106 / 106
adder cells (fa/ha/maj): 2 / 2
multiplexers: 66 / 66
buffers and inverters: 84 / 316
flip-flops: 214 / 214
AND-OR/OR-AND: 155 / 155
